[flow/run.sh]
#!/bin/bash
# OpenROAD 26Q1-2900-gdf79404cd8, Yosys 0.63+post, stock flow scripts
make -C /OpenROAD-flow-scripts/flow DESIGN_CONFIG=/design/flow/config.mk WORK_HOME=/design/flow/orfs finish
[flow/config.mk]
export PLATFORM = sky130hd
export DESIGN_NAME = TestLogic
export DESIGN_NICKNAME = TestLogic
export VERILOG_FILES = /design/flow/design.v
export SDC_FILE = /design/flow/constraint.sdc
export NUM_CORES = 4
export LEC_CHECK = 1
export CORE_AREA = 10 10 70 70
export DIE_AREA = 0 0 80 80
[flow/constraint.sdc]
current_design TestLogic

set clk_period 1.1
set clk_io_pct 0.2

create_clock -name clk0 -period $clk_period [get_ports {clock}]

set non_clock_inputs [all_inputs -no_clocks]
set_input_delay [expr $clk_period * $clk_io_pct] -clock clk0 $non_clock_inputs
set_output_delay [expr $clk_period * $clk_io_pct] -clock clk0 [all_outputs]
[flow/design.v]
module TestLogic(
	input clock,
	input clock_en,
	input [3:0] num,
	output reg D7,
	output reg D711,
	output reg D2312
	);
	always @(posedge clock) begin
		if (clock_en) begin
			case (num)
				2, 3, 12: begin 
					D2312 = 1; D7 = 0; D711 = 0;
				end
				7: begin
					D711 = 1; D7 = 1; D2312 = 0;
				end
				11: begin
					D711 = 1; D2312 = 0; D7 = 0;
				end
				default: begin
					D2312 = 0; D711 = 0; D7 = 0;
				end
			endcase
		end
	end
endmodule
==> flow_metrics.env <==
# flow metrics
export IMPL_critical_path_buf_inv_count=1
export IMPL_wl_per_cell_microns=5.62
export IMPL_cp_slowest_stage_delay_ns=0.35
export IMPL_grt_pass1_wl_microns=600
export IMPL_drive_gt1_frac=0.136
export IMPL_leakage_nw=0.101
export IMPL_num_antenna_cells=0
export IMPL_numPortBuffers=8
export IMPL_syn_cell_area_sq_um=134
export IMPL_vdd_ir_drop_max_v=0.000379
export IMPL_maxSlewViolCount=0
export IMPL_post_route_min_period_ns=1.07
export IMPL_coreArea_sq_um=3420
export IMPL_clkSinkCount=3
export IMPL_avgSynthCellArea_sq_um=13.4
export IMPL_synthCells=10
export IMPL_cp_cell_sequence="dlygate4sd2_1"
export IMPL_wl_microns=382
export IMPL_status="completed"
export IMPL_num_fill_cells=412
export IMPL_grt_max_degree=5
export IMPL_ys_warn_count=1
export IMPL_cts_root_buf="clkbuf_4"
export IMPL_worstSetupPathType="flop to primary output"
export IMPL_slowest_stage="edfxtp_1"
export IMPL_ios=9
export IMPL_openroad_warnings=28
export IMPL_timing_final_crit_share=0.970
export IMPL_viasPerCell=1.72
export IMPL_worst_setup_path_start_kind="flop"
export IMPL_cts_buffers=3
export IMPL_final_hold_violation_count=0
export IMPL_cp_top_family="flip-flops"
export IMPL_grt_pass1_vias=140
export IMPL_drc=0
export IMPL_lay_top_cells="clkdlybuf4s50_1, edfxtp_1, clkbuf_4"
export IMPL_via_count=117
export IMPL_die_w_microns=80
export IMPL_postCtsSetupRepairBufs=0
export IMPL_max_freq_mhz=937
export IMPL_maxCapViolations=0
export IMPL_setup_viol=0
export IMPL_drtIter0Drc=1
export IMPL_ant_nets=0
export IMPL_rsz0062_at_grt="no"
export IMPL_cts_tree="yes"
export IMPL_p_per_area_nw_per_um2=1250
export IMPL_crit_required_ns=0.88
export IMPL_clk_pin_slew_worst_paths_ns=0.04
export IMPL_drtPass1Iterations=2
export IMPL_synth_distinct_cells=7
export IMPL_htree_levels=1
export IMPL_cts_buffer_depth=2
export IMPL_ys_chip_area_sq_um=134
export IMPL_cp_data_arrival_time_ns=0.85
export IMPL_row_count=21
export IMPL_path_max_fanout=1
export IMPL_fp_util=0.0392
export IMPL_critPathCaptureType="primary output"
export IMPL_place_worst_setup_slack_ns=-0.160
export IMPL_tns_ns=0
export IMPL_antenna_found_initial=0
export IMPL_yosysSeqAreaShare=0.673
export IMPL_dieHeight_microns=80
export IMPL_layout_top_cell="clkdlybuf4s50_1"
export IMPL_syn_to_final_growth_pct=122
export IMPL_hp_class="input port to flop"
export IMPL_synth_seq_cells=3
export IMPL_grt_ovfl_total=0
export IMPL_slew_headroom=0.849
export IMPL_synth_stat_cells=10
export IMPL_place_gp_congestion=0.630
export IMPL_chipArea_sq_um=6400
export IMPL_grt_total_usage=0.0130
export IMPL_max_slew_worst_pin_slew_ns=0.226
export IMPL_worst_slack_ns=0.0330
==> final cells by class <==
cell class              instances  area [sq um]  share of cell area
flip-flops and latches          3          90.1               0.303
clock buffers                   4          26.3              0.0882
repair buffers                  8          80.1               0.269
multi-input cells               7          43.8               0.147
well taps                      46          57.6               0.193
==> stage by stage <==
stage / utilization / std cells / total power, mW / cell area [sq um] / hold slack, ns
2_1_floorplan: - / 10 / 0.148 / 134 / 0.332
3_3_place_gp: 0.0795 / 64 / 0.190 / 272 / 0.870
3_5_place_dp: 0.0795 / 64 / 0.191 / 272 / 0.884
4_1_cts: 0.0861 / 68 / 0.384 / 294 / 0.640
5_1_grt: 0.0872 / 68 / 0.406 / 298 / 0.428
6_report: 0.0872 / 68 / 0.373 / 298 / 0.382
==> cell families after synthesis <==
logic type                after synthesis  share of synthesized area
and+or+nand+nor                         5                      0.196
DFF                                     3                      0.673
AOI/OAI and AO/OA                       1                     0.0654
xor gates and xnor gates                1                     0.0654
==> layer usage <==
layer / vias to the layer above / global-route usage / part of all wire
met1: 46 / 0.0194 / 0.69
met4: 0 / 0.00528 / 0
met5: - / 0 / 0
li1: 62 / - / -
met2: 9 / 0.00963 / 0.19
met3: 0 / 0.0136 / 0.12
==> Yosys cell counts (all sizes together) <==
cell	count	area, sq um
edfxtp	3	90.1
nand2	2	7.51
nor2	1	3.75
nor3b	1	7.51
o32ai	1	8.76
or2b	1	7.51
xnor2	1	8.76
==> where the power goes <==
part | internal, mW | switching, mW | leakage, nW
registers | 0.136 | 0.00198 | 0.0287
logic | 0.0297 | 0.0159 | 0.0576
clock network | 0.136 | 0.0540 | 0.0150
==> registers in the layout (all words and copies together) (netlist names) <==
signal and flops:
D2312 1, D7 1, D711 1
==> path summary, 6_finish.rpt <==
path,start,end,depth (start not counted),slack [ns]
min,num[1],D2312$_DFFE_PP_,2,0.38
max,D2312$_DFFE_PP_,D2312,1,0.03
==> timing repair <==
item	CTS	global route
hold buffers	0	0
setup endpoints to repair	3	2
gates resized	3	2
Power figures rest on the tool's default switching activity, not on a simulated workload.
