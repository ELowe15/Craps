## ./run.sh

```bash
#!/bin/bash
# OpenROAD 26Q1-2900-gdf79404cd8, Yosys 0.63+post, stock flow scripts
make -C /OpenROAD-flow-scripts/flow DESIGN_CONFIG=/design/flow/config.mk WORK_HOME=/design/flow/orfs finish
```

## ./config.mk

```make
export PLATFORM = sky130hd
export DESIGN_NAME = Display
export DESIGN_NICKNAME = Display
export VERILOG_FILES = /design/flow/design.v
export SDC_FILE = /design/flow/constraint.sdc
export NUM_CORES = 4
export LEC_CHECK = 1
export CORE_AREA = 10 10 71 71
export DIE_AREA = 0 0 81 81
```

## ./constraint.sdc

```tcl
current_design Display

set clk_period 1.1
set clk_io_pct 0.2

create_clock -name clk0 -period $clk_period [get_ports {clock}]

set non_clock_inputs [all_inputs -no_clocks]
set_input_delay [expr $clk_period * $clk_io_pct] -clock clk0 $non_clock_inputs
set_output_delay [expr $clk_period * $clk_io_pct] -clock clk0 [all_outputs]
```

## ./design.v

```verilog
module Display (
	input clock,
	input clock_en,
	input reset,
	input [3:0] dice1,
	input [3:0] dice2,
	output reg [6:0] HEX0,
	output reg [6:0] HEX1
	);
   always @(posedge clock or posedge reset) begin
		if (reset == 1) begin
			HEX0 = 7'b1111111;
			HEX1 = 7'b1111111;
		end
		else if (clock_en) begin
		  case (dice1)
            1: HEX0 = 7'b1111001;
            2: HEX0 = 7'b0100100;
            3: HEX0 = 7'b0110000;
            4: HEX0 = 7'b0011001;
            5: HEX0 = 7'b0010010;
            6: HEX0 = 7'b0000010;
            default HEX0 = 7'b1111111;
        endcase
		  case (dice2)
            1: HEX1 = 7'b1111001;
            2: HEX1 = 7'b0100100;
            3: HEX1 = 7'b0110000;
            4: HEX1 = 7'b0011001;
            5: HEX1 = 7'b0010010;
            6: HEX1 = 7'b0000010;
            default HEX1 = 7'b1111111;
        endcase
		end
	end
endmodule
```

==> flow_summary.toml <==
# synthesis and place-and-route metrics
[detailed_routing]
drt-initial-drc-count = 31
antenna_left = 0
dr.pass1.iters = 4
vias = 531
insertedDiodeCount = 0
routed_wl_mm = 1.60
wl_per_cell_um = 11.6
route.met2.wl_um = 685
highest_layer = "met3"
met3WireLength_um = 225
viasPerCell = 3.85
wirelength_met1_um = 686
drc_errors = 0

[placement]
dp_cells = 130
gp_congestion = 0.755
pre_cts_slack_ps = -246
dp_hpwl_mm = 1.27
port_buffers = 24

[global_routing]
grt.overflow.total = 0
antenna_found_initial = 0
grt_pass1_wl_mm = 2.70
grt_use_total_pct = 5.06
grt_max_degree = 14
grt_pass1_vias = 563

[critical_path]
critPathKind = "flip-flop to output pin"
crit_required_ps = 880
worstSetupStartpointType = "flip-flop"
critPathMaxFanout = 2
cp-end-kind = "output pin"
cp.arrival_ps = 920

[job]
maxCapViolCount = 0
warning_count = 27

[logic_synthesis]
yosysTopAreaCell = "dfstp_2"
synth_seq_share_pct = 55.5
syn_inst = 51
area_leaders = "dfstp_2 (56%), o32a_1 (8.8%), o22a_1 (7.7%), nor2_1 (5.9%), xor2_1 (4.6%)"
numSynthFlops = 12
synth_warnings = 1
top_area_share_pct = 55.5
synth.avg_cell_area_sq_um = 11.1
netlist-cell-type-count = 15
yosys-stat-cells = 51
yosys_area_sq_um = 568
syn_area_sq_um = 568

[floorplan]
coreArea_sq_um = 3630
die_x_um = 81
rows = 22
io_pins = 25
initial_core_util_pct = 15.6
fp.dieH_um = 81
dieArea_sq_um = 6560

[clock_tree]
max-clock-path-buffers = 2
root_buffer = "clkbuf_8"
numCtsBuffers = 3
cts_tree = "built"
h-tree-depth = 1
cts.sinks = 12
clock_latency_ps = 230
path_clk_slew_ps = 50

[final_timing]
finalCriticalPeriod_ps = 1140
setup_slack_ps = -43.7
finClkSkew_ps = 0
relSlewSlack_pct = 84.7
setup_violations = 1
hold_viol = 0
fin_hold_ws_ps = 240
fin_crit_sh_pct = 104
tightest_slew_ps = 229
rsz0062_at_grt = "yes"
drv_slew = 0
fmax_ghz = 0.874

[pwr]
p_leak_nw = 0.455
worst_ir_drop_vdd_mv = 0.558
power_density_nw_per_um2 = 1200

[cells_and_area]
lay_top_cells = "buf_4 (14), buf_2 (13), dfstp_2 (12)"
fin_cells = 138
synthToLayoutAreaGrowth_pct = 69.2
drive_above_1_share_pct = 51.1
fill_cells = 396
layout_top_cell = "buf_4"
final_util_pct = 26.4

[hold_path]
min_path_type = "input pin to flip-flop"

[run_status]
status = "finished with violations"
violations = "negative setup slack"
-- layer usage --
layer	vias up	global-route usage, %
li1	260	-
met1	253	6.12
met2	18	7.96
met3	0	3.12
met4	0	0.173
met5	-	0
-- Yosys cell counts, drive strengths merged --
library cell / number
nand3: 1
dfstp: 12
xor2: 3
nand2b: 2
xnor2: 1
inv: 2
a31oi: 1
buf: 3
nor2: 9
o22a: 5
nand2: 3
and3: 2
o32a: 5
a21oi: 2
-- per-stage QoR --
stage | total power [mW] | instance area (sq um) | setup TNS, ps
6_report | 1.16 | 961 | -43.7
5_1_grt | 1.23 | 961 | -152
4_1_cts | 1.18 | 941 | -55.8
3_5_place_dp | 0.799 | 923 | -3930
3_3_place_gp | 0.796 | 923 | -3860
2_1_floorplan | 0.612 | 568 | 0
-- worst max-delay path, stage by stage, from the launching register on --
cell and delay, ps:
dfstp_2 530, buf_6 90, buf_6 70
-- cell families after synthesis --
logic type | Yosys count | synth area share [%]
and+or+nand+nor | 17 | 14.1
xor gates and xnor gates | 4 | 6.17
DFF | 12 | 55.5
buffers and inverters | 5 | 4.84
AOI/OAI and AO/OA | 13 | 19.4
-- what timing repair did --
| item | CTS | global route |
|---|---|---|
| setup buffers | 5 | 0 |
| hold endpoints to repair | 0 | 0 |
| hold buffers | 0 | 0 |
| setup endpoints to repair | 15 | 13 |
| gates cloned | 0 | 0 |
| resized | 45 | 7 |
-- worst paths after layout --
path | startpoint | endpoint | slack (ps) | cells after the start
max in group asynchronous | reset | HEX0[3] | 600 | 3
min in group asynchronous | reset | HEX0[6] | 480 | 3
setup / recovery | HEX1[3] | HEX1[3] | -40 | 2
hold reg to reg | HEX0[5] | HEX0[5] | 500 | 2
hold / removal | dice1[2] | HEX0[5] | 240 | 2
setup reg to reg | HEX1[3] | HEX1[3] | 220 | 3
-- flip-flops by register name (all words and copies together), names as in the netlist --
signal  flops
HEX1        6
HEX0        6
-- power breakdown --
part	internal (mW)	leakage (nW)	switching, mW
combinational	0.153	0.307	0.0881
sequential	0.510	0.127	0.0208
clock	0.240	0.0216	0.144
-- final cells by class --
cell class,instances,area (sq um),share of cell area (%)
clock buffers,3,41.3,4.30
well taps,48,60.1,6.25
flip-flops and latches,12,315,32.8
multi-input cells,34,230,24.0
inverters,2,7.51,0.781
repair buffers,39,307,31.9
No activity file was given, so power comes from the tool's default toggle rates.
