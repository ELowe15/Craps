$ cat flow/design.v
module Controller (
	input wire clk_main,
	input wire enter,
	input wire reset,
	output reg roll,
	output reg sp,  
	output reg win,
	output reg lose,
	input wire seven_out,
	input wire natural,
	input wire craps,
	input wire eq
	);
	reg clk_main_en = 0;
	reg [1:0] state = 0;  
	parameter start_st = 0, win_st = 1, lose_st = 2, the_point_st = 3;
	always @ (posedge clk_main or posedge reset)
	begin
		if (reset) begin
         state <= start_st;
         lose <= 0;
			win <= 0;
			clk_main_en <= 0;
		end else begin
			case(state)
				start_st: begin
					if (enter) begin
						sp <=1;
						clk_main_en <= 1;
					end
					if (clk_main_en) begin
						case ({natural, craps})
							2'b01: begin  
								state <= lose_st;
							end
							2'b10: begin  
								state <= win_st;
							end
							default: begin
								state <= the_point_st;
								sp <= 0;
							end
						endcase
					end
					roll <= enter;	
				end
				win_st: begin
					win <= 1;
				end
				lose_st: begin
					lose <= 1;
				end
				the_point_st: begin
					if (clk_main_en) begin
						case ({eq, seven_out})
							2'b01: begin  
								state <= lose_st;
							end
							2'b10: begin  
								state <= win_st;
							end
							default: begin
							end
						endcase
					end
					roll <= enter;
				end
				default: state <= start_st;
			endcase
		end
	end
endmodule
$ cat flow/run.sh
#!/bin/bash
# OpenROAD 26Q1-2900-gdf79404cd8, Yosys 0.63+post, stock flow scripts
make -C /OpenROAD-flow-scripts/flow DESIGN_CONFIG=/design/flow/config.mk WORK_HOME=/design/flow/orfs finish
$ cat flow/config.mk
export PLATFORM = sky130hd
export DESIGN_NAME = Controller
export DESIGN_NICKNAME = Controller
export VERILOG_FILES = /design/flow/design.v
export SDC_FILE = /design/flow/constraint.sdc
export NUM_CORES = 4
export LEC_CHECK = 1
export CORE_AREA = 10 10 70 70
export DIE_AREA = 0 0 80 80
$ cat flow/constraint.sdc
current_design Controller

set clk_period 1.5
set clk_io_pct 0.2

create_clock -name clk0 -period $clk_period [get_ports {clk_main}]

set non_clock_inputs [all_inputs -no_clocks]
set_input_delay [expr $clk_period * $clk_io_pct] -clock clk0 $non_clock_inputs
set_output_delay [expr $clk_period * $clk_io_pct] -clock clk0 [all_outputs]
==> Changelog: implementation <==
## Implementation

* Most frequent logic cell in the layout: clkdlybuf4s50_1
* R2r startpoint: state[0]
* Max clock buf depth at 2
* Data required time at the worst endpoint at 1.63 ns
* Leakage at 0.295 nW
* Routed vias/inst at 3.00
* Die Wd at 80 µm
* Total Routed Length at 845 µm
* Synth area leaders: dfrtp_1 29%, ha_1 23%, edfxtp_1 14%
* DR vias at 306
* Avg WL per Cell at 8.28 µm
* Sequential element share of the synthesized area at 43.3%
* Max Transition Viols Final at 0
* Inserted Clock Buffers at 3
* Number of cell rows at 21
* HPWL Detailed at 711 µm
* Fin worst setup slack at 0.0406 ns
* CP max stage delay at 0.44 ns
* First-pass DRT Iterations at 2
* Mapped Cells at 38
* Yosys cell count at 38
* Die area at 0.00640 mm²
* Max VDD drop at 0.779 mV
* Critical path origin: state[0]
* Cell Type Count at 18
* CP arrival at 1.59 ns
* Synthesis warning total at 1
* Final GP Congestion at 0.670
* RSZ-0062 raised after global routing: no
* Insertion delay to the later sink of the worst-skew pair at 0.25 ns
* FP Core Util at 12.5%
* H-tree depth at 1
* Overall Global Routing Usage at 2.80%
* Area growth, synth to finish at 57.9%
* Vias in the first global route at 311
* CP startpoint kind: flip-flop
* Pwr Density at 1380 mW/mm²
* Remaining antenna violation count at 0
* Clk slew on worst S/H paths at 0.05 ns
* Max-Cap Viols at 0
* Clock Root Buffer: clkbuf_4
* Core area at 0.00342 mm²
* Slew margin rel. at 85.0%
* Worst Path Max Fanout at 4
* CTS tree: done
* First-pass GRT wire length at 1.39 mm
* # DRC at 0
* Slowest-stage cell, CP: dfrtp_2
* Clk_skew at 0.00247 ns
* R2R cell count at 5
* Min-Delay Path Class: input pin to asynchronous set/reset pin
* Finished Layout Cells at 102
* Diodes inserted at 0
* Final hold viol count at 0
* Die height at 80 µm
* Mapped Avg Cell Area at 11.3 µm²
* # clock sinks at 7
* Largest net degree at the start of global routing at 6
* Crit path capture type: flip-flop
* Fillcell total at 383
* IO Count at 11
* Initial antenna violation count at 0
* Top logic cells by instance count in the layout: 8 x clkdlybuf4s50_1, 6 x inv_1, 5 x ha_1, 4 x dfrtp_1, 4 x buf_4
* Worst-margin pin slew at 0.225 ns
* Fin util at 19.8%
* Post-route minimum period at 1.46 ns
* GRT overflow at 0
* Chip Area, Yosys at 428 µm²
* Count of tool warnings at 30
* Status: finished, final reports clean
* Post-synth regs at 7
* Cell taking the most area after synthesis: dfrtp_1
* IO Port Bufs at 10
* Fraction of layout cells with a size suffix above 1 at 30.4%
* Worst path cell trace: ha_4, nand2b_4, a21bo_1, o21ai_2, mux2_4
* Starting DRT DRC Count at 2
* Max frequency at 0.685 GHz
* Post-Syn Area at 428 µm²
* Place WS at -0.398 ns
* Period utilisation layout at 97.3%
* Final setup vio count at 0
* Max-area cell share at 29.2%
* Placed cells at 97
* Critical path class: flip-flop to flip-flop
-- kinds of logic after synthesis --
| family | count (synthesis) | synth area share (%) |
|---|---|---|
| adders and majority gates | 8 | 23.4 |
| and+or+nand+nor | 8 | 11.7 |
| buffers and inverters | 7 | 6.14 |
| DFF | 7 | 43.3 |
| AOI/OAI and AO/OA | 6 | 9.65 |
| muxes | 2 | 5.85 |
-- power breakdown --
| part | internal [mW] | switching (mW) | total (mW) |
|---|---|---|---|
| logic | 0.281 | 0.180 | 0.461 |
| registers | 0.254 | 0.0528 | 0.307 |
| clock network | 0.101 | 0.0662 | 0.168 |
| total | 0.636 | 0.299 | 0.935 |
-- path summary, 6_finish.rpt --
check | to | slack, ns
setup / recovery | state[0] | 0.04
hold / removal | clk_main_en | 0.33
setup reg to reg | state[0] | 0.04
hold reg to reg | win | 0.46
max in group asynchronous | state[0] | 0.96
min in group clk0 | win | 0.46
-- cell usage after synthesis, drive strengths merged --
cell type	n
a21o	1
a21bo	1
nand2	1
inv	7
mux2i	1
nor2b	1
ha	8
nor2	2
edfxtp	2
o21ai	3
dfrtp	5
nand2b	2
or2	2
a21oi	1
mux2	1
-- registers in the layout, summed over array words and instances, names as in the netlist --
register	count
roll	1
lose	1
clk_main_en	1
sp	1
state	2
win	1
-- per-layer routing --
metal	global-route usage, %	wire length, µm
met5	0	0
met4	0.352	0
met3	1.82	64
met2	4.09	343
met1	3.46	437
-- through the flow --
step / cell area (µm²) / hold slack, ns / power, mW / setup TNS, ns
finish: 676 / 0.334 / 0.935 / 0
global route: 676 / 0.345 / 1.01 / 0
CTS: 644 / 0.329 / 0.873 / 0
detailed placement: 608 / 0.458 / 0.677 / -0.740
global placement: 608 / 0.455 / 0.667 / -0.732
floorplan: 428 / 0.0785 / 0.527 / 0
-- worst max-delay path: cells and delay by family (launching register included) --
family	cells	cell delay (ns)
DFF	1	0.44
adders and majority gates	1	0.19
muxes	1	0.31
AOI/OAI and AO/OA	2	0.27
and+or+nand+nor	1	0.14
-- cell type report --
class | instances | area, µm² | share of cell area, %
multi-input combinational | 24 | 251 | 37.2
clock buffer | 4 | 26.3 | 3.89
sequential | 7 | 186 | 27.6
tap | 46 | 57.6 | 8.52
timing repair buffer | 14 | 128 | 18.9
inverter | 7 | 26.3 | 3.89
-- timing repair --
| item | CTS | global route |
|---|---|---|
| hold buffers | 0 | 0 |
| hold endpoints to repair | 0 | 0 |
| endpoints found under the setup margin | 2 | 2 |
| gates resized | 5 | 5 |
| buffers inserted | 0 | 1 |
| cloned | 0 | 0 |
| pin swaps | 2 | 1 |
Power is estimated from default activity; no workload was simulated.
